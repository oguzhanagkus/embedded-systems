--- design/flow/config.mk ---
export PLATFORM = sky130hd
export DESIGN_NAME = vending
export DESIGN_NICKNAME = vending
export VERILOG_FILES = /design/flow/design.v
export SDC_FILE = /design/flow/constraint.sdc
export NUM_CORES = 4
export LEC_CHECK = 1
export CORE_AREA = 10 10 77 77
export DIE_AREA = 0 0 87 87
--- design/flow/constraint.sdc ---
current_design vending

set clk_period 1.6
set clk_io_pct 0.2

create_clock -name clk0 -period $clk_period [get_ports {clock}]

set non_clock_inputs [all_inputs -no_clocks]
set_input_delay [expr $clk_period * $clk_io_pct] -clock clk0 $non_clock_inputs
set_output_delay [expr $clk_period * $clk_io_pct] -clock clk0 [all_outputs]
--- design/flow/design.v ---
module vending (
	input clock,
	input reset,
	input sensor_1,
	input sensor_2,
	input sensor_3,
	output reg motor_1,
	output reg motor_2,
	output reg motor_3
);
localparam S_00  = 4'b0000;
localparam S_05  = 4'b0001;
localparam S_10  = 4'b0010;
localparam S_15  = 4'b0011;
localparam S_20  = 4'b0100;
localparam S_25  = 4'b0101;
localparam S_30  = 4'b0110;
localparam S_35  = 4'b0111;
localparam S_40  = 4'b1000;
localparam S_45  = 4'b1001;
localparam S_50  = 4'b1010;
localparam S_55  = 4'b1011;
reg [3:0] current_state = 4'b0000;
reg [3:0] next_state = 4'b0000;
always @(posedge clock, posedge reset) begin
	if (reset)
		current_state <= 4'b0000;
	else
		current_state <= next_state;
end
always @(*) begin
	case (current_state)
		S_00: begin
			if (sensor_1 & ~sensor_2)
				next_state = S_05;
			else if (sensor_1 & sensor_2)
				next_state = S_10;
			else
				next_state = current_state; 
		end
		S_05: begin
			if (sensor_1 & ~sensor_2)
				next_state = S_10;
			else if (sensor_1 & sensor_2)
				next_state = S_15;
			else
				next_state = current_state;
		end
		S_10: begin
			if (sensor_1 & ~sensor_2)
				next_state = S_15;
			else if (sensor_1 & sensor_2)
				next_state = S_20;
			else
				next_state = current_state;
			end
		S_15: begin
			if (sensor_1 & ~sensor_2)
				next_state = S_20;
			else if (sensor_1 & sensor_2)
				next_state = S_25;
			else
				next_state = current_state;
		end
		S_20: begin
			if (sensor_1 & ~sensor_2)
				next_state = S_25;
			else if (sensor_1 & sensor_2)
				next_state = S_30;
			else
				next_state = current_state;
		end
		S_25: begin
			if (sensor_1 & ~sensor_2)
				next_state = S_30;
			else if (sensor_1 & sensor_2)
				next_state = S_35;
			else if (~sensor_1 & ~sensor_3)
				next_state = S_00;
			else
				next_state = current_state;
			end
		S_30: begin
			if (sensor_1 & ~sensor_2)
				next_state = S_35;
			else if (sensor_1 & sensor_2)
				next_state = S_40;
			else if (~sensor_1 & ~sensor_3)
				next_state = S_00;
			else
				next_state = current_state;
        end
		S_35: begin
			if (sensor_1 & ~sensor_2)
				next_state = S_40;
			else if (sensor_1 & sensor_2)
				next_state = S_45;
			else
				next_state = current_state; 
		end
		S_40: begin
			if (sensor_1 & ~sensor_2)
				next_state = S_45;
			else if (sensor_1 & sensor_2)
				next_state = S_50;
			else
				next_state = current_state;
		end    
		S_45: begin
			if (sensor_1 & ~sensor_2)
				next_state = S_50;
			else if (sensor_1 & sensor_2)
				next_state = S_55;
			else
				next_state = current_state;
		end
		S_50: begin
			next_state = S_00;
		end
		S_55: begin
			next_state = S_00;
		end
	endcase
end
always @(current_state, sensor_1, sensor_3) begin
	motor_1 = 1'b0;
	motor_2 = 1'b0;
	motor_3 = 1'b0;
	case (current_state)
		S_00: begin
			motor_1 = 1'b0;
			motor_2 = 1'b0;
			motor_3 = 1'b0;
		end
		S_25: begin
			if (~sensor_1 & ~sensor_3)
				motor_1 = 1'b1;
		end
		S_30: begin
			if (~sensor_1 & ~sensor_3) begin
				motor_1 = 1'b1;
				motor_3 = 1'b1;
			end
		end
		S_50: begin
			motor_2 = 1'b1;
		end
		S_55: begin
			motor_2 = 1'b1;
         motor_3 = 1'b1;
		end
		default: begin
			motor_1 = 1'b0;
			motor_2 = 1'b0;
			motor_3 = 1'b0;
		end
	endcase
end
endmodule
--- design/flow/run.sh ---
#!/bin/bash
# OpenROAD 26Q1-2900-gdf79404cd8, Yosys 0.63+post, stock flow scripts
make -C /OpenROAD-flow-scripts/flow DESIGN_CONFIG=/design/flow/config.mk WORK_HOME=/design/flow/orfs finish
==> qor.yml <==
clock_tree:
  ctsHtreeMaxLevel: 1
  clk_pin_slew_ps: 30
  hold_buffers: 0
  cts_tree: "built"
  cts_buffers: 3
  cts.path.max_buffers: 2
  root_buffer: "clkbuf_8"
finish:
  layout-drive-gt1-share_pct: 29.5
  fin_util_pct: 17.3
  fillCellCount: 479
  syn2layout_area_growth_pct: 46.4
  lay_top_count: "buf_4"
  lay_top_cells: "buf_4, nand2b_1"
worst_setup_path:
  crit_start: "sensor_3"
  cp_top_family: "simple AND/OR/NAND/NOR gates"
  worst-endpoint-required_ps: 1280
  critPathKind: "primary input to output port"
  cp_data_arrival_time_ps: 1160
  crit_path_cell_trace: "clkdlybuf4s15_2 > or2_1 > nand2b_4 > o21ai_2 > and2_1 > clkbuf_2"
  critPathCapture: "motor_3"
  start_kind: "primary input"
  path_depth: 6
  cp-end-kind: "output port"
  crit_buf_inv: 2
  critPathMaxFanout: 2
  max_stage_delay_ps: 220
  cp_slowest_cell: "or2_1"
synthesis:
  synthTopCellsByArea: "dfrtp_1, dlxtn_1, nand2b_1, nor3b_1, nand4b_1"
  ys_cells: 62
  synthArstFlopShare_pct: 50.0
  netlist_instances: 62
  synth_area_um2: 515
  top_area_share_pct: 19.4
  ys_ff: 8
  yosysUniqueCellTypes: 36
  enable_flop_cells: 0
  yosysChipArea_um2: 515
  synth_warnings: 1
  syn_avg_cell_area_um2: 8.31
  yosysTopAreaCell: "dfrtp_1"
  ff_type: "dlxtn_1"
power_and_ir_drop:
  p_per_area_nw_per_um2: 465
  netSwitchingPower_mw: 0.0665
  p_sw_share_pct: 19.0
  power_frac_comb_pct: 11.4
  ir_worst_vdd_uv: 132
  pwr-share-seq_pct: 29.3
  pwr-share-clk_pct: 59.3
  internal-power_mw: 0.284
  p_leak_nw: 0.322
  power_mw: 0.351
floorplanning:
  io-pin-count: 8
  fp_util_pct: 11.8
  core_area_um2: 4350
  chipArea_um2: 7570
  die.size.y_um: 87
  fp.dieW_um: 87
  rows: 24
sta:
  hold_viol: 0
  hold_ws_ps: 287
  fmax_mhz: 673
  untimed_endpoints: 8
  rsz0062_at_grt: "no"
  slew_headroom_pct: 81.8
  fin_crit_sh_pct: 92.8
  unclocked_pins: 4
  fin_crit_ps: 1480
  setup_viol: 0
  timing_worst_slew_pin_value_ps: 269
  drv_slew: 0
grt:
  grt_max_degree: 15
  grt_overflow: 0
  grt_pass1_wl_um: 2060
  grt_usage_pct: 3.17
  grt_antenna_before_repair: 0
  grt_pass1_vias: 446
placed_design:
  gpl.final_weighted_congestion: 0.779
  portBuffers: 7
  hpwl_um: 888
job:
  max_cap_violations: 0
  warning_count: 25
routing:
  num_antenna_cells: 0
  wirelength_um: 1190
  ant_nets: 0
  first_iter_violations: 52
  vias_per_cell: 3.68
  drt_pass1_iterations: 4
  num_vias: 479
  drc_errors: 0
  wire_per_inst_um: 9.16
worst_hold_path:
  min_path_type: "primary input to async pin"
outcome:
  status: "finished, final reports clean"
## stage by stage
step	instance area [um^2]	instances	setup TNS [ps]	worst slack, ps
after floorplan	515	62	0	381
after global placement	692	125	-962	-540
after detailed placement	692	125	-967	-541
after CTS	753	129	0	1.87
after global routing	754	130	0	53.1
final	754	130	0	115
## cells in the mapped netlist (2+ instances only)
cell type and count:
inv_1 2, nand2_1 4, buf_2 3, nor2_1 4, o21ai_0 2, o21ai_1 2, dlxtn_1 4, nor3b_1 3
nand2b_1 6, dfrtp_1 4, nand4b_1 2, a21o_1 2
## final cells by class
class	instances	area, um^2	area share [%]
Multi-Input combinational cell	47	335	44.4
Sequential cell	8	160	21.2
Timing Repair Buffer	18	145	19.2
Tap cell	52	65.1	8.62
Inverter	2	7.51	0.995
Clock buffer	3	41.3	5.47
## timing repair
item	in CTS	in global routing
buffers inserted	1	1
endpoints found under the setup margin	3	1
gates resized	12	3
pin swaps	4	2
## flip-flops by register name, summed over array words and instances, names as in the netlist
signal and cells:
current_state 4, next_state 4
## routing by layer
layer / GRT usage [%] / share of wire, % / vias up / wire, um
met2: 4.40 / 42 / 10 / 498
met3: 0.472 / 3.1 / 2 / 37
met4: 1.03 / 2.6 / 0 / 31
met1: 4.82 / 52 / 208 / 624
met5: 0 / 0 / - / 0
li1: - / - / 259 / -
## worst min-delay path by stage
stage	start	endpoint	slack (ps)
finish	reset	current_state[3]	290
global route	reset	current_state[1]	310
CTS	reset	current_state[2]	290
## power groups by stage
stage / combinational, mW / clock, mW / sequential, mW
after CTS: 0.0388 / 0.214 / 0.103
after global routing: 0.0450 / 0.222 / 0.103
final: 0.0400 / 0.208 / 0.103
## kinds of logic after synthesis
kind of cell           count (synthesis)  synth area share, %
flip-flops                             4                 19.4
AND/OR/NAND/NOR                       28                 33.3
multiplexers                           1                 1.94
AND-OR/OR-AND                         17                 25.5
buffers and inverters                  7                 6.55
XOR/XNOR                               1                 1.70
latches                                4                 11.7
Power and IR drop assume default switching activity.
