==> /design/flow/design.v <==
module prime_checker(
	input clock,
	input reset,
	input go,
	input [31:0] number,
	output reg output_ready,
	output reg result
);
localparam init = 3'd0,
			  check_lsb = 3'd1,
			  try_again = 3'd2,
			  not_prime = 3'd3,
			  prime = 3'd4;
reg[2:0] current_state = init;
reg[2:0] next_state = init;
always @(posedge clock, posedge reset) begin
	if(reset)
		current_state <= init;
	else
		current_state <= next_state;
end
always @(*) begin
	next_state = current_state;
	case(current_state)
		init:
			if(go)
				next_state = check_lsb;
		check_lsb: begin
			if(number[0] == 0)
				next_state = not_prime;
			else
				next_state = try_again;
		end
		try_again:
			next_state = prime;
		not_prime:
			next_state = init;
		prime:
			next_state = init;
	endcase	
end
always @(*) begin
	case(current_state)
		init: begin
			output_ready <= 1'b0;
			result <= 1'b0;
		end
		check_lsb: begin
			output_ready <= 1'b0;
			result <= 1'b0;
		end
		try_again: begin
			output_ready <= 1'b0;
			result <= 1'b0;
		end
		not_prime: begin
			output_ready <= 1'b1;
			result <= 1'b0;
		end
		prime: begin
			output_ready <= 1'b1;
			result <= 1'b1;
		end
	endcase
end
endmodule
==> /design/flow/run.sh <==
#!/bin/bash
# OpenROAD 26Q1-2900-gdf79404cd8, Yosys 0.63+post, stock flow scripts
make -C /OpenROAD-flow-scripts/flow DESIGN_CONFIG=/design/flow/config.mk WORK_HOME=/design/flow/orfs finish
==> /design/flow/config.mk <==
export PLATFORM = sky130hd
export DESIGN_NAME = prime_checker
export DESIGN_NICKNAME = prime_checker
export VERILOG_FILES = /design/flow/design.v
export SDC_FILE = /design/flow/constraint.sdc
export NUM_CORES = 4
export LEC_CHECK = 1
export CORE_AREA = 10 10 70 70
export DIE_AREA = 0 0 80 80
==> /design/flow/constraint.sdc <==
current_design prime_checker

set clk_period 1.4
set clk_io_pct 0.2

create_clock -name clk0 -period $clk_period [get_ports {clock}]

set non_clock_inputs [all_inputs -no_clocks]
set_input_delay [expr $clk_period * $clk_io_pct] -clock clk0 $non_clock_inputs
set_output_delay [expr $clk_period * $clk_io_pct] -clock clk0 [all_outputs]
==> run summary <==
fresh numbers from the pnr run: Final Slew Violations=0, Peak Freq=around 1100 MHz, Final period util=0.6778, critical path type=reg2reg, IO buf count=5, layout cells sized above 1=0.2000, Async S/R FF share, synth=0.6000, Req. time, crit path=roughly 1.5 ns, Top cells by area=dfrtp_1 42%, dlxtn_1 17%, mux2_2 13%, Max-area cell share=0.4167, CTS tree=done, Final setup viols=0, First DRT Iteration DRCs=0, cells in synth_stat.txt=16, Rows=21, Gate Count Post-Synth=16, Setup Skew=0.001179 ns, tool warning count=between 50 and 60, synthesized area=roughly 180 um2, vias per cell=2.000, Vias=between 100 and 150, setup tns final=0 ns, Fill cells=~400, startpoint types=register, number of hold buffers added after cts=0, critical path arrival=roughly 1.1 ns, post-synthesis cell type count=10, antenna violations before repair=0, synth cell count leaders=3 x dfrtp_1, 2 x dlxtn_1, 2 x inv_1, 2 x mux2_2, 2 x nor2_1, boundary pin count=37, Late-Pin Clk Latency=0.23 ns, Core ar.=3416 um2, Mapped Avg Cell Area=roughly 11 um2, cell type with the largest total area=dfrtp_1, Worst Hold Class=in2async, die y size=around 80 um, DRC viols=0, # diodes=0, Final Hold Fails=0, gr busiest metal=met3, dpl ws=0.2577 ns, crit path max fanout=5, clock period minus worst slack=between 0.9 and 1 ns, Warnings, synthesis=1, Slew headroom=0.8859, ys flop type=dfrtp_1, WL final=between 300 and 400 um, remaining antenna violation count=0, Worst Tran Pin Value=around 0.17 ns, P_leak=0.1203 nW, number of global-route vias before repair=171, Register Area=about 110 um2, global-route met1 utilization=0.01405, Syn-to-layout area delta=74.31%, first-pass GRT wire length=roughly 650 um, Tot GR Track Use=0.01392, CP endpoint kind=register, VDD IR max=approximately 0.25 mV, global placer's final weighted congestion=0.6778, register pins left without a clock=2, yosys stat area=between 150 and 200 um2, Post-synth EDFFs=0, Pwr Density=~1600 nW/um2, endpoints left unconstrained=4, met3 Use GR=0.01818, pin count of the biggest net entering global routing=7, Synth top cell by count=dfrtp_1, full die area=between 6000 and 7000 um2, WL/cell=~5.6 um, met2 Use GR=0.01525, Clk pin slew, worst setup/hold paths=about 0.04 ns, CTS root buf=clkbuf_4, Synth flops=5, MaxCap Viol Count=0, post_cts resized=0, fp util=0.05275, CTS Buffer Depth=2, CTS H-Tree Depth=1, total iterations of the first detailed-routing run=1, Die W=80 um, Comb area=approximately 68 um2, setup repair bufs after CTS=0, Final WS setup=between 0.4 and 0.5 ns, total gr overflow=0, Inserted Clock Buffers=3, RSZ-0062 raised after global routing=false, status=complete, no violations
## critical path: stages, from the launching register on
cell     delay [ns]
dfrtp_1        0.41
nor2b_1        0.16
mux2_2         0.26
## path summary, 6_finish.rpt
path	from	endpoint	slack [ns]	cells past startpoint
worst max-delay path	current_state[0]$_DFFE_PP0P_	current_state[1]$_DFFE_PP0P_	0.45	2
worst min-delay path	reset	current_state[0]$_DFFE_PP0P_	0.24	2
worst max register to register	current_state[0]$_DFFE_PP0P_	current_state[1]$_DFFE_PP0P_	0.45	2
worst min register to register	current_state[0]$_DFFE_PP0P_	current_state[0]$_DFFE_PP0P_	0.59	1
max in group asynchronous	reset	current_state[2]$_DFFE_PP0P_	1.04	2
min in group clk0	current_state[0]$_DFFE_PP0P_	current_state[0]$_DFFE_PP0P_	0.59	1
## registers in the layout, indices dropped and copies added (netlist names)
register,cells
result,1
current_state,3
output_ready,1
## routing by layer
metal / routed length [um] / up-vias
li1: - / 73
met1: 166 / 63
met2: 141 / 6
met3: 91 / 0
met4: 0 / 0
met5: 0 / -
## cells by family (layout without fill, tap and decap cells)
kind of cell / after synthesis / count (layout) / synth area share
latches: 2 / 2 / 0.1667
AND-OR/OR-AND: 3 / 3 / 0.1459
flip-flops: 3 / 3 / 0.4167
buffers and inverters: 2 / 11 / 0.04168
multiplexers: 2 / 2 / 0.1250
AND/OR/NAND/NOR: 4 / 4 / 0.1042
## layout by cell type, fill, tap and decap left out
cell	Yosys	final
clkdlybuf4s50_1	0	5
clkbuf_4	0	3
dfrtp_1	3	3
inv_1	2	2
nor2_1	2	2
mux2_2	2	2
dlxtn_1	2	2
o21bai_1	1	1
a32o_1	1	1
nor2b_1	1	1
a22o_1	1	1
nor3_1	1	1
clkbuf_1	0	1
## through the flow
stage	area (um2)	std cells	power [W]	hold slack, ns	utilization
CTS	314.1	71	0.0005043	0.2475	0.09194
global placement	287.8	67	0.0003283	0.4986	0.08425
finish	314.1	71	0.0004886	0.2370	0.09194
detailed placement	287.8	67	0.0003452	0.4987	0.08425
global route	314.1	71	0.0005308	0.2761	0.09194
floorplan	180.2	16	0.0003010	0.03364	-
## cell type report
cell class                      count  share of cell area
Clock buffer                        4             0.08367
Inverter                            2             0.02390
Multi-Input combinational cell      9              0.2151
Sequential cell                     5              0.3347
Tap cell                           46              0.1833
Timing Repair Buffer                5              0.1594
## where the power goes
part | internal, W | leakage, nW | switching (W)
Sequential | 0.000146 | 0.0538 | 0.0000493
Clock | 0.000107 | 0.0150 | 0.0000426
Combinational | 0.0000906 | 0.0514 | 0.0000536
No activity file was given, so power comes from the tool's default toggle rates.
