==> ./design.v <==
module my_function(
	input		[7:0] x,
	input		[7:0]	y,
	output	[11:0] result
);
wire [8:0] sum;
wire control;
assign sum = x + y;
assign control = sum < 9'd400 ? 1'd1 : 1'd0;
assign result = control == 1'd1 ? (x - ((x >> 6) << 6)) + ((y << 1) + y) : (x - ((x >> 4) << 4)) + ((y << 3) + (y << 2) + y);
endmodule
==> ./run.sh <==
#!/bin/bash
# OpenROAD 26Q1-2900-gdf79404cd8, Yosys 0.63+post, stock flow scripts
make -C /OpenROAD-flow-scripts/flow DESIGN_CONFIG=/design/flow/config.mk WORK_HOME=/design/flow/orfs finish
==> ./config.mk <==
export PLATFORM = sky130hd
export DESIGN_NAME = my_function
export DESIGN_NICKNAME = my_function
export VERILOG_FILES = /design/flow/design.v
export SDC_FILE = /design/flow/constraint.sdc
export NUM_CORES = 4
export LEC_CHECK = 1
export CORE_AREA = 10 10 91 91
export DIE_AREA = 0 0 101 101
==> ./constraint.sdc <==
current_design my_function

set clk_period 4.9
set clk_io_pct 0.2

create_clock -name clk0 -period $clk_period

set non_clock_inputs [all_inputs -no_clocks]
set_input_delay [expr $clk_period * $clk_io_pct] -clock clk0 $non_clock_inputs
set_output_delay [expr $clk_period * $clk_io_pct] -clock clk0 [all_outputs]
==> summary.txt <==
flow finished, numbers: fin. max-slew vios 0, Power, Total 0.533 mW, YS chip area ~1800 um^2, first-pass GRT wire length approximately 8100 um, Setup violations, final 0, Hold WC Path Type primary input to output pin, vias in the first global route about 1800, Via density 4.64, largest net degree at the start of global routing 19, drc violations 0, Worst Setup Start Kind primary input, Synth Area per Inst 8.14 um^2, Hold Fails Final Rpt 0, Worst path slowest cell clkdlybuf4s50_1, Hold WS 2.74 ns, placed cells around 380, Diodes inserted 0, critical path required time about 4 ns, total global routing overflow 0, Cell Rows 29, slew margin rel. 0.683, most instantiated cells after synthesis ha_1, inv_1, nor2_1, drt pass-1 iters 4, clock buffers 0, Tool Warnings 38, Crit. Startpoint x[0], Pwr per Cell Area 189 nW/um^2, Area Overhead vs Synth 59.8%, main area contributors ha_1, fa_1, inv_1, # hold bufs at CTS 0, pre-CTS WS -0.678 ns, registers 0, Cell Area, Synth about 1800 um^2, Period Utilization, post-route 0.981, logic area 1760 um^2, unrepaired setup endpoints after global routing true, setup ws final about 0.092 ns, final HPWL from detailed placement roughly 4000 um, via count 1822, placed cell area approximately 2600 um^2, Synth area leader ha_1, sequential-to-total area share from yosys stat 0, Wirelength per Cell about 12 um, Die Wd 101 um, crit-path cells clkdlybuf4s50_1 -> ha_4 -> inv_1 -> fa_2 -> o21bai_1 -> xor2_1 -> a311oi_1 -> buf_4 -> nor3_4 -> buf_12 -> buf_6 -> o31ai_4 -> clkdlybuf4s50_1, Routed Antenna Nets 0, core region area between 6000 and 7000 um^2, Worst Setup Path Type primary input to output pin, Synth Warn # 0, Reg area 0 um^2, GRT Resource Usage Total 0.0937, Floorplan Utilization 0.278, routability cong. 0.953, most numerous cell in the Yosys netlist ha_1, chip area approximately 10000 um^2, Critical Path End result[3], status complete, no violations, CP Max Fanout 9, Leakage roughly 1.4 nW, Worst path most repeated cell clkdlybuf4s50_1, yosys cell count about 220, worst path arrival time roughly 3.8 ns, # fillers ~590, Yosys cell types about 48, 1st-iter DRT viols 48, share of layout cells above drive strength 1 0.361, actual slew at the worst max-slew pin approximately 0.47 ns, Period minus WS final roughly 4.8 ns, fmax 208 MHz, post-route cell area ~2800 um^2, Non-Filler Instances slightly below 400, die height just over 100 um, initial antenna violation count 0, input/output buffers 28, Worst IR Drop VDD just under 0.08 mV, Ports 28, Gate Count Post-Synth about 220, Largest type area fraction 0.276, Max Cap Viol 0, WL final between 4000 and 5000 um, slowest cell delay on critical path 0.50 ns, crit end category output pin
## cell usage in the layout (no fill, tap or decap), types with 3 or more instances in the layout
cell	instances
xnor2_1	11
ha_4	3
a21oi_2	5
inv_1	26
ha_1	35
inv_2	7
nor3_1	5
fa_2	4
a21oi_1	8
o21bai_1	3
buf_6	3
dlygate4sd2_1	3
nand2_1	7
clkdlybuf4s50_1	13
a21o_1	6
xor2_1	5
buf_4	70
fa_1	8
nor2_1	13
a211oi_1	3
nor2b_1	4
o21a_1	5
o21ai_0	8
dlymetal6s2s_1	4
o21ai_1	3
## metrics by stage
stage	utilization	TNS, ns
finish	0.445	0
floorplan	-	0
CTS	0.417	-0.221
global placement	0.409	-4.17
global route	0.445	-0.0290
detailed placement	0.409	-4.29
## area by class of cell
type               count  share of cell area
inverters             34              0.0470
repair buffers       100               0.296
well taps             77              0.0341
multi-input cells    182               0.623
## logic make-up (layout without fill, tap and decap cells)
kind of cell,count (synthesis),count (layout),share of synthesized area
buf+inv,35,134,0.0786
simple gates,49,49,0.157
xor+xnor,17,17,0.0843
fa+ha+maj,51,51,0.412
compound gates,62,62,0.250
mux,3,3,0.0177
## metal layers
layer | share of wire | vias up | GRT usage
met5 | 0 | - | 0
met3 | 0.021 | 0 | 0.00762
met2 | 0.47 | 12 | 0.168
li1 | - | 981 | -
met1 | 0.51 | 829 | 0.127
met4 | 0 | 0 | 0
## worst max-delay path: cells and delay by family
family	cells	cell delay (ns)
XOR/XNOR	1	0.09
AND-OR/OR-AND	3	0.70
buffers and inverters	6	1.50
adder cells (fa/ha/maj)	2	0.50
AND/OR/NAND/NOR	1	0.04
## worst min-delay path by stage
stage     from   endpoint  depth (start not counted)
5_1_grt   y[0]  result[0]                          4
4_1_cts   y[0]  result[0]                          4
6_report  y[0]  result[0]                          4
## where the power goes
group	leakage [nW]	internal, mW	total, mW	switching, mW
registers	0	0	0	0
logic	1.42	0.308	0.533	0.224
clock network	0	0	0	0
total	1.42	0.308	0.533	0.224
## repair_timing
item / in CTS / in global routing
setup endpoints to repair: 11 / 11
resized: 38 / 40
pin swaps: 12 / 25
buffers inserted: 3 / 9
gates cloned: 0 / 0
Power is estimated from default activity; no workload was simulated.
